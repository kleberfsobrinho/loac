--- flow/run.sh ---
#!/bin/bash
# OpenROAD 26Q1-2900-gdf79404cd8, Yosys 0.63+post, stock flow scripts
make -C /OpenROAD-flow-scripts/flow DESIGN_CONFIG=/design/flow/config.mk WORK_HOME=/design/flow/orfs finish
--- flow/config.mk ---
export PLATFORM = sky130hd
export DESIGN_NAME = top
export DESIGN_NICKNAME = top
export VERILOG_FILES = /design/flow/design.v
export SDC_FILE = /design/flow/constraint.sdc
export NUM_CORES = 4
export LEC_CHECK = 1
export CORE_AREA = 10 10 198 198
export DIE_AREA = 0 0 208 208
export SYNTH_HDL_FRONTEND = slang
--- flow/constraint.sdc ---
current_design top

set clk_period 2.9
set clk_io_pct 0.2

create_clock -name clk0 -period $clk_period [get_ports {clk_2}]

set non_clock_inputs [all_inputs -no_clocks]
set_input_delay [expr $clk_period * $clk_io_pct] -clock clk0 $non_clock_inputs
set_output_delay [expr $clk_period * $clk_io_pct] -clock clk0 [all_outputs]
--- flow/design.v ---
parameter divide_by=100000000;   
parameter NBITS_INSTR = 32;
parameter NBITS_TOP = 8, NREGS_TOP = 32, NBITS_LCD = 64;
module top(input  logic clk_2,
           input  logic [NBITS_TOP-1:0] SWI,
           output logic [NBITS_TOP-1:0] LED,
           output logic [NBITS_TOP-1:0] SEG,
           output logic [NBITS_LCD-1:0] lcd_a, lcd_b,
           output logic [NBITS_INSTR-1:0] lcd_instruction,
           output logic [NBITS_TOP-1:0] lcd_registrador [0:NREGS_TOP-1],
           output logic [NBITS_TOP-1:0] lcd_pc, lcd_SrcA, lcd_SrcB,
             lcd_ALUResult, lcd_Result, lcd_WriteData, lcd_ReadData, 
           output logic lcd_MemWrite, lcd_Branch, lcd_MemtoReg, lcd_RegWrite);
  always_comb begin
    lcd_WriteData <= SWI;
    lcd_pc <= 'h12;
    lcd_instruction <= 'h34567890;
    lcd_SrcA <= 'hab;
    lcd_SrcB <= 'hcd;
    lcd_ALUResult <= 'hef;
    lcd_Result <= 'h11;
    lcd_ReadData <= 'h33;
    lcd_MemWrite <= SWI[0];
    lcd_Branch <= SWI[1];
    lcd_MemtoReg <= SWI[2];
    lcd_RegWrite <= SWI[3];
    for(int i=0; i<NREGS_TOP; i++)
       if(i != NREGS_TOP/2-1) lcd_registrador[i] <= i+i*16;
       else                   lcd_registrador[i] <= ~SWI;
  end
   parameter COUNT = 4;
   parameter INCREMENT_1 = 1;
  	parameter INCREMENT_3 = 3;
   parameter START = 0;
  	parameter END = 15;
   logic [COUNT-1:0] counter;
   logic reset, decrement, increment_3, freeze, saturation;
	always_comb	begin
      reset <= SWI[0];
      decrement <= SWI[1];
      increment_3 <= SWI[2];
      freeze <= SWI[3];
      saturation <= SWI[4];
   end
	always_ff@(posedge clk_2) begin
      if(~freeze) begin
         if(saturation && (counter == END || counter == START)) counter <= counter;
         else begin
            if(reset) counter <= START;
            else if(decrement) begin
               if(increment_3) counter <= counter - INCREMENT_3;
               else counter <=  counter - INCREMENT_1;
            end else begin 
               if(increment_3) counter <= counter + INCREMENT_3;
               else counter <=  counter + INCREMENT_1;			
            end
         end
      end else begin
         counter <= counter;
      end
	end
	always_comb begin
      lcd_b = counter;
   end
endmodule
==> results.txt <==
Results of an implementation run.

The run finished with clean final reports. The sequential power share is 0.193. The core region is 0.0347 mm2.

Per the STA report, the cell with the highest stage delay on the worst path is clkdlybuf4s50_1. The endpoint kind of the worst setup timing path is a primary output. The flip-flop and latch count after synthesis is 4. The number of maximum-capacitance constraint violations is 0. Dividing the final minimum period by the clock period gives 0.793. The count of H-tree levels built during CTS is 1. IR analysis of the VDD net gives a maximum drop of 0.199 mV. Ranked by total cell area, the synthesized netlist is headed by buf_4, edfxtp_1, inv_1.

Summed over all routing layers, the global router reports a total usage of 0.0287. The routed length on met3 is 1190 um. The overall power of the completed layout is 0.433 mW. The smallest clock period supported by the final layout is computed as 2.30 ns. The yosys synthesis warning count is 80. The TritonCTS buffer count is 3. The master cell of the clock root buffer is clkbuf_16.

STA lists the maximum fanout along the critical path as 7. The clock latency on the worst-skew pair is 0.22 ns. The kind of path behind the tightest hold check is reg -> reg. The cell sequence reported for the critical path is clkdlybuf4s50_1 -> clkdlybuf4s50_1. The clock tree from TritonCTS is built. The number of global-route vias before repair was 2092. The cell area reported after detailed placement is 0.00294 mm2. The clock passes through at most 2 buffers. The vias after detailed routing is 1559.

Per the detail_route report, routed wire per instance is 7.94 um. Among all stages on the critical path, the maximum delay recorded is 0.62 ns. The worst register-to-register path begins at counter[0]. The number of gates given a new drive strength after cts is 0. The share of total power dissipated in combinational logic is 0.323. OpenROAD emitted warnings numbering 25. The global-route wire length before repair is 10800 um. The category of cells accounting for the largest share of critical-path delay is buffers and inverters. The post-detailed-routing wire length is 7870 um. The buffer-and-inverter tally for the worst setup path is 2. The pre-CTS worst setup slack is 0.571 ns. The final hold slack is 0.698 ns. According to the timing report, the critical path is launched from SWI[0]. The final cell area excluding filler cells is 0.00302 mm2. The final setup violation count is 0.

The number of design rule violations left after detail routing is 0. The initial antenna violation count is 0. The most common cell type on the critical path is clkdlybuf4s50_1. Summed over all layers, the global routing overflow is 0. The power report lists cell-internal power as 0.310 mW.

The slack of the worst reg-to-reg path is 1.38 ns. The cell area that synthesis handed to floorplanning was 0.00390 mm2. Of the cells placed in the final design, the portion with a size suffix greater than 1 is 0.00560.

Entering global routing, the biggest net connects 8 pins. The top-level I/O count is 501. The worst setup path is launched from an input port. Data arrives at the worst endpoint at 1.72 ns. The number of hold violations in the final report is 0. The placed instance count is 988. The cell count after synthesis is 515. Port buffering added 32 buffers. The switching fraction of total power is 0.284.

The class of the most critical setup path is in -> out. The flip-flop count of the largest register after layout is 4. Looking at the post-CTS report, the setup buffer insertion count equals 0. The area fraction of the dominant cell type after synthesis is 0.923. Per the post-route antenna check, the number of violating nets is 0. Routability-driven placement finished with a final weighted congestion of 0.778.

The chip width is 208 um. The vertical die dimension is 208 um. The initialized floorplan defines 68 standard-cell rows. The antenna cell count is 0. The number of max-slew violations in the final report is 0.

The part of the Yosys area used for sequential elements is 0.0308. Setup repair after global routing left no endpoint under its margin. The number of sinks handled by clock tree synthesis is 4. The non-filler instance count after layout is 991. The iteration count of the initial detailed-routing pass is 3.

The net switching power of the design is 0.123 mW. The setup TNS is 0 ns. After the first detailed-routing iteration, the DRC count stood at 9. The script computed a power per unit cell area of 144 mW/mm2. According to the timing report, the data required time at the worst endpoint equals 2.32 ns.

In this run the full chip footprint comes out at 0.0433 mm2. For this configuration, the core starts out at a cell density of 0.112. The portion of total power attributed to the clock network is 0.483. The registers reported with the highest flop counts are counter (4). The wire length on met1 is 2130 um. The startpoint of the lowest-slack hold path is counter[0]. The number of cell instances after yosys synthesis is 515. Between the synthesized netlist and the finished layout, the area growth was recorded as -22.8%. Setup slack closes at 0.599 ns.

Based on the critical path, the design can be clocked at up to 435 MHz. Note, the detailed placer reported a final HPWL of 7710 um. The cell accounting for the most synthesized area is buf_4. The script extracted a total leakage power of 1.83 nW. The average vias per placed instance is 1.57. The final design utilization is 0.0869. The met2 routed wirelength is 4410 um.

The CTS clock-pin slew for the worst setup and hold paths is 0.03 ns. The quantity of hold-fixing buffers added after cts is 0. Each instance of the synthesized netlist takes up on average 7.58 um2. The yosys stat chip area is 0.00390 mm2. The highest layer touched by signal routing is met4.

The worst-case clock skew is 0.00122 ns. The number of different library cells used by synthesis comes to 14. Ranked by flip-flop count, first place goes to counter.
[power by group through the flow]
stage / logic (mW) / clock network, mW / registers, mW
CTS: 0.158 / 0.213 / 0.0835
global route: 0.185 / 0.218 / 0.0856
finish: 0.140 / 0.209 / 0.0836
[worst reg2reg max path, stage by stage (launching register included)]
cell and delay [ns]:
edfxtp_1 0.47, or4_1 0.53, a21oi_1 0.15, nor2_1 0.11
[synthesized netlist by cell type]
library cell	number
xor2_1	2
buf_4	480
conb_1	2
ha_1	2
nor2_1	4
inv_1	11
a21oi_1	3
fa_1	1
nand4_1	1
a21o_1	1
or4_1	1
edfxtp_1	4
nand3_1	2
xnor2_1	1
[layout by cell type, fill, tap and decap left out]
cell type          n
nand3_1            2
clkdlybuf4s50_1   32
or4_1              1
clkbuf_16          3
conb_1           468
nand4_1            1
inv_1             11
edfxtp_1           4
a21oi_1            3
ha_1               2
xor2_1             2
xnor2_1            1
fa_1               1
a21o_1             1
nor2_1             4
[kinds of logic after synthesis]
group / after synthesis / share of synthesized area
AND-OR/OR-AND: 4 / 0.00577
flip-flops: 4 / 0.0308
other: 2 / 0.00192
buffers and inverters: 491 / 0.933
adder cells (fa/ha/maj): 3 / 0.0115
AND/OR/NAND/NOR: 8 / 0.00993
XOR/XNOR: 3 / 0.00673
[area by class of cell]
class | count | area, um2
Tap cell | 455 | 569
Clock buffer | 3 | 75.1
Inverter | 11 | 41.3
Sequential cell | 4 | 120
Timing Repair Buffer | 32 | 320
Multi-Input combinational cell | 486 | 1890
Fill cell | 4016 | 31700
[worst paths after layout]
path	to	cells past startpoint
max	lcd_WriteData[0]	2
min	counter[0]	1
max reg2reg	counter[2]	3
min reg2reg	counter[0]	1
[routing by layer]
layer	track usage	up-vias
li1	-	645
met1	0.0219	678
met2	0.0572	222
met3	0.0186	14
met4	0.00548	0
met5	0	-
No activity file was given, so power comes from the tool's default toggle rates.
